===== flow/run.sh =====
#!/bin/bash
# OpenROAD 26Q1-2900-gdf79404cd8, Yosys 0.63+post, stock flow scripts
make -C /OpenROAD-flow-scripts/flow DESIGN_CONFIG=/design/flow/config.mk WORK_HOME=/design/flow/orfs finish

===== flow/config.mk =====
export PLATFORM = sky130hd
export DESIGN_NAME = genius
export DESIGN_NICKNAME = genius
export VERILOG_FILES = /design/flow/design.v
export SDC_FILE = /design/flow/constraint.sdc
export NUM_CORES = 4
export LEC_CHECK = 1
export CORE_UTILIZATION = 40

===== flow/constraint.sdc =====
current_design genius

set clk_period 3.1
set clk_io_pct 0.2

create_clock -name clk0 -period $clk_period [get_ports {clock}]
create_clock -name clk1 -period $clk_period [get_ports {start}]

set non_clock_inputs [all_inputs -no_clocks]
set_input_delay [expr $clk_period * $clk_io_pct] -clock clk0 $non_clock_inputs
set_output_delay [expr $clk_period * $clk_io_pct] -clock clk0 [all_outputs]

===== flow/design.v =====
module dec7seg_2bits(
    output [6:0] out, 
    input [1:0] in
);
  assign out = (in == 2'b00) ? 7'b1111110 :
             (in == 2'b01) ? 7'b0110000 :
             (in == 2'b10) ? 7'b1101101 :
             (in == 2'b11) ? 7'b0000000 :
             7'b0000000; 
endmodule
module dec7seg_4bits(
  output [6:0] x, 
  input [3:0] a
);
  assign x =  (a == 4'h0) ? 7'b1111110 :
              (a == 4'h1) ? 7'b0110000 :
              (a == 4'h2) ? 7'b1101101 :
              (a == 4'h3) ? 7'b1111001 :
              (a == 4'h4) ? 7'b0110011 :
              (a == 4'h5) ? 7'b1011011 :
              (a == 4'h6) ? 7'b1011111 :
              (a == 4'h7) ? 7'b1110000 :
              (a == 4'h8) ? 7'b1111111 :
              (a == 4'h9) ? 7'b1111011 :
              7'b0000000; 
endmodule
module dec7seg_4bits_1x2(
    output [6:0] x,
    output [6:0] y,
    input [3:0] a
); 
dec7seg_4bits d0(.x(y), .a( (a > 4'h9) ? a - 4'ha : a));
dec7seg_4bits d1(.x(x), .a((a > 4'h9) ? 4'h1 : 4'h0));
endmodule
module genius(
  input clock,
  input [2:0] btn,
  input reset,
  input start, 
  input [5:2] sequences_opitions,
  output reg [6:0] segd0,  
  output reg [6:0] segd1,  
  output reg [6:0] segd2,  
  output reg [6:0] segd3, 
  output reg [9:0] leds    
);
reg [3:0] sequence_count;
wire [1:0] current_sequence_number;
my_sequence seq(
  .current_sequence_number(current_sequence_number), 
  .sequence_count(sequence_count), 
  .clock(clock), 
  .start(start), 
  .sequences_opitions(sequences_opitions)
);
wire [6:0] segd_0; 
dec7seg_2bits dec7_2bits(
  .out(segd_0), 
  .in(current_sequence_number)
);
reg [4:0] current_level;
wire [6:0] segd_2;
wire [6:0] segd_3;
dec7seg_4bits_1x2 dec7_4bits_1x2(.x(segd_3), .y(segd_2), .a(current_level));
wire was_right_btn_pressed;
wire was_some_btn_pressed;
recieve_btn_input btn_input(
  .was_right_btn_pressed(was_right_btn_pressed),
  .was_some_btn_pressed(was_some_btn_pressed), 
  .btn(btn), 
  .current_sequence_number(current_sequence_number)
);
wire [9:0] shifted_leds;
shift_leds shift(
  .y(shifted_leds), 
  .x(leds)
);
reg [1:0] state, next_state;
reg clock_count;
reg [3:0] seq_count;
parameter reset_game_state = 2'h0;
parameter show_sequence_state = 2'h1;
parameter receive_inputs_state = 2'h2;
parameter add_difficult_state = 2'h3;
parameter seg_off = 7'b0000000;
parameter seg_on = 7'b1111111;
parameter leds_off = 10'b0000000000; 
parameter leds_on = 10'b1111111111;
always @(posedge clock) begin
  if(!reset && sequences_opitions && start) begin
      state <= next_state;
      segd1 <= seg_off;
      segd2 <= segd_2;      
      segd3 <= segd_3;
      case (state)
        reset_game_state: begin
          leds <= leds_on;
          segd0 <= seg_off;
          next_state <= state;  
          if (start && sequences_opitions) begin 
            sequence_count <= 5'h0;
            current_level <= 4'h0;
            leds <= 10'h1;
            next_state <= show_sequence_state;  
          end
        end
        show_sequence_state: begin
            segd0 <= segd_0;
            clock_count <= 1'b0;
          if (seq_count == current_level) begin
            sequence_count <= 5'h0;
            next_state <= receive_inputs_state;
          end
          else begin
            sequence_count <= sequence_count + 1'b1;
            seq_count <= seq_count + 1'b1;
            next_state <= state;  
          end 
        end
        receive_inputs_state: begin
          segd0 <= seg_off;
          if(seq_count == current_level) begin 
            seq_count <= 1'b0;
            leds <= 10'h1;
          end 
          if (sequence_count > current_level) begin
              leds <= leds_off;
              next_state <= add_difficult_state;
          end
          else begin 
            if(was_some_btn_pressed) begin
              if(was_right_btn_pressed) begin
                leds <= shifted_leds;
                sequence_count <= sequence_count + 1'b1;
                next_state <= state;  
              end 
              else begin
                leds <= leds_off;
                next_state <= reset_game_state;  
              end
            end
            else begin
              next_state <= state;  
            end 
          end
        end       
        add_difficult_state: begin
          segd0 <= seg_off;
          if (current_level < 16 && clock_count == 0) begin 
              clock_count <= clock_count + 1'b1;
              current_level <= current_level + 1'b1;
              next_state <= state;  
          end
          else if (current_level < 16 && clock_count == 1) begin 
              sequence_count <= 5'h0;
              next_state <= show_sequence_state;
          end
          else begin
            leds <= leds_on;
            segd0 <= seg_on;
            segd1 <= seg_on;
            segd2 <= seg_on;
            segd3 <= seg_on;
            current_level <= 4'h0;
            next_state <= reset_game_state;  
          end
        end 
        default: begin
          leds <= leds_off;
          next_state <= reset_game_state;     
        end 
      endcase
    end
    else begin
      leds <= leds_off;
      segd0 <= seg_off;
      segd1 <= seg_off;
      segd2 <= seg_off;      
      segd3 <= seg_off;
      seq_count <= 4'h0;
      sequence_count <= 4'h0;
      current_level <= 5'h0;
      state <= reset_game_state;
      next_state <= reset_game_state;
    end
  end
endmodule
module my_sequence (
    output reg [1:0] current_sequence_number,
    input [3:0] sequence_count,
    input clock,
    input start,
    input [3:0] sequences_opitions
);
parameter [1:0] zero = 2'b00;
parameter [1:0] one = 2'b01;
parameter [1:0] two = 2'b10;
reg [1:0] sequence_0;
reg [1:0] sequence_1;
reg [1:0] sequence_2;
reg [1:0] sequence_3;
reg [1:0] sequence_4;
reg [1:0] sequence_5;
reg [1:0] sequence_6;
reg [1:0] sequence_7;
reg [1:0] sequence_8;
reg [1:0] sequence_9;
reg [1:0] sequence_10;
reg [1:0] sequence_11;
reg [1:0] sequence_12;
reg [1:0] sequence_13;
reg [1:0] sequence_14;
reg [1:0] sequence_15;
always @(posedge start) begin 
    if (sequences_opitions[0]) begin
    sequence_0 <= two;
    sequence_1 <= one;
    sequence_2 <= zero;
    sequence_3 <= one;
    sequence_4 <= zero;
    sequence_5 <= two;
    sequence_6 <= zero;
    sequence_7 <= two;
    sequence_8 <= zero;
    sequence_9 <= one;
    sequence_10 <= zero;
    sequence_11 <= two;
    sequence_12 <= zero;
    sequence_13 <= one;
    sequence_14 <= zero;
    sequence_15 <= one;
    end
    else if (sequences_opitions[1]) begin 
    sequence_0 <= two;
    sequence_1 <= one;
    sequence_2 <= zero;
    sequence_3 <= two;
    sequence_4 <= one;
    sequence_5 <= zero;
    sequence_6 <= two;
    sequence_7 <= one;
    sequence_8 <= one;
    sequence_9 <= zero;
    sequence_10 <= two;
    sequence_11 <= zero;
    sequence_12 <= one;
    sequence_13 <= two;
    sequence_14 <= zero;
    sequence_15 <= one;
    end
    else if (sequences_opitions[2]) begin 
    sequence_0 <= zero;
    sequence_1 <= two;
    sequence_2 <= one;
    sequence_3 <= zero;
    sequence_4 <= two;
    sequence_5 <= one;
    sequence_6 <= one;
    sequence_7 <= two;
    sequence_8 <= zero;
    sequence_9 <= one;
    sequence_10 <= zero;
    sequence_11 <= two;
    sequence_12 <= one;
    sequence_13 <= zero;
    sequence_14 <= two;
    sequence_15 <= one;
    end
    else begin 
    sequence_0 <= two;
    sequence_1 <= one;
    sequence_2 <= zero;
    sequence_3 <= two;
    sequence_4 <= zero;
    sequence_5 <= one;
    sequence_6 <= one;
    sequence_7 <= two;
    sequence_8 <= zero;
    sequence_9 <= two;
    sequence_10 <= one;
    sequence_11 <= zero;
    sequence_12 <= zero;
    sequence_13 <= two;
    sequence_14 <= one;
    sequence_15 <= two;
    end
end
always @(posedge clock) begin
    case (sequence_count)
        4'h0: current_sequence_number <= sequence_0;
        4'h1: current_sequence_number <= sequence_1;
        4'h2: current_sequence_number <= sequence_2;
        4'h3: current_sequence_number <= sequence_3;
        4'h4: current_sequence_number <= sequence_4;
        4'h5: current_sequence_number <= sequence_5;
        4'h6: current_sequence_number <= sequence_6;
        4'h7: current_sequence_number <= sequence_7;
        4'h8: current_sequence_number <= sequence_8;
        4'h9: current_sequence_number <= sequence_9;
        4'hA: current_sequence_number <= sequence_10;
        4'hB: current_sequence_number <= sequence_11;
        4'hC: current_sequence_number <= sequence_12;
        4'hD: current_sequence_number <= sequence_13;
        4'hE: current_sequence_number <= sequence_14;
        4'hF: current_sequence_number <= sequence_15;
        default: current_sequence_number <= 2'b00; 
    endcase
end
endmodule
module recieve_btn_input(
    output was_some_btn_pressed,
    output was_right_btn_pressed,
    input [2:0] btn,
    input [1:0] current_sequence_number
);
verify_btn verify0(
    .is_right_choice(was_right_btn_pressed),
    .btn(btn),
    .current_sequence_number(current_sequence_number)
);
    assign was_some_btn_pressed = btn[0] + btn[1] + btn[2];
endmodule
module shift_leds(
    output [9:0] y,
    input [9:0] x
);
    assign y = x[9] ? 10'b0000000001 : x << 1'b1; 
endmodule
module verify_btn(
    output is_right_choice,
    input [2:0] btn,
    input [1:0] current_sequence_number
);
    assign is_right_choice =    (btn[0] && (current_sequence_number == 2'b00)) || 
                                (btn[1] && (current_sequence_number == 2'b01)) || 
                                (btn[2] && (current_sequence_number == 2'b10));
endmodule

==> notes.md <==
The synthesis and place-and-route flow finished, so here is a summary.

The half-perimeter wire length after placement is 4.62 mm. The die area came out at 8240 sq um. The stage-log warning count came out at 98. The initial antenna violation count came out at 0.

The largest combinational cell category by area is AND-OR/OR-AND gates. The worst clock skew is 0.0102 ns. In this run, the synthesized area fraction spent on AND-OR/OR-AND gates is recorded as 0.264. The area growth from synthesis to layout is 46.0%. The cell-mix breakdown from Yosys lists the XOR/XNOR area share as 0.0329. Of the post-synthesis cell area, the part taken by muxes is 0.0143.

The final routed wire length divided by cell count is 14.5 microns. The first global-routing pass estimated 13.8 mm of wire. Setup repair after global routing left no endpoint under its margin.

The most used flip-flop cell after synthesis is sky130_fd_sc_hd__dfxtp_1. The total cells reported by yosys after synthesis came out at 371. The via count of the first global-routing pass came out at 3694. TritonCTS built the clock tree. In this run the register-to-register setup slack is 0.20 ns. The remaining number of nets flagged by the antenna check after routing came out at 0.

STA lists the startpoint of the worst hold path as next_state[1]. The setup violation total in the final timing report is 0. The worst setup path is launched from a clock port. In the final layout, the share of cells above drive strength 1 is 0.205.

The library cell used most frequently in the layout, excluding fill and tap cells, is sky130_fd_sc_hd__dfxtp_1. The wire length after detailed routing came out at 8.44 mm. The netlist area before placement came out at 3150 sq um. The flip-flop and latch count after synthesis came out at 58. Tracing the worst setup path back leads to its startpoint at start.

The startpoint of the worst register-to-register path is current_level[1]. Per the slew report, the remaining headroom to the max-slew limit stands at 0.397. The final timing report lists a hold violation count of 0. The overall power came out at 3.46 mW. The area of the placeable core came out at 7690 sq um.

The final routed DRC violation total came out at 0. The via count came out at 3179. A synthesized cell averages 8.50 sq um. The largest fanout on the critical path is 5. For this run, the detailed router reports a per-instance via density of 5.48. The final weighted congestion in routability-driven placement is 0.789. Measured along the x axis, the die boundary spans 90.8 microns.

Dividing total power by cell area gives a power density of 750 nW/um^2. The data required time at the worst endpoint came out at 3.17 ns. The total inserted antenna cells came out at 0. The largest net degree at the start of global routing came out at 18.

The count of input and output buffers came out at 46. The combinational gate area came out at 1750 sq um. The final max-slew violation count recorded for this run is 0. The cell-mix breakdown from Yosys lists the adder-cell area share as 0.0754.

After synthesis, the chip area reported by Yosys is 3150 sq um. For this run the aggregate overflow at the end of global routing stands at 0. The sum of negative setup slack is 0 ns.

The vertical extent of the die came out at 90.8 microns. The number of warnings printed during yosys synthesis is 3. The floorplan step records an initial core utilization of 0.410. The fraction of the yosys area taken by sequential cells is 0.371. The count of flip-flops with a built-in enable after synthesis is 1. The number of iterations in the first detailed-routing pass is 8.

Overall routing resource usage recorded by global route was 0.218. The clock edge transition at the registers on the reported setup and hold paths is 0.09 ns. The tally of max-capacitance violations is 0.

In this run the static leakage power is 1.97 nW. The area taken by flip-flops and latches came out at 1170 sq um. The tightest min-delay check is of the flop to flop type. The library cells used most frequently in the layout, excluding fill and tap cells, are 57 x sky130_fd_sc_hd__dfxtp_1, 46 x sky130_fd_sc_hd__clkdlybuf4s50_1, 37 x sky130_fd_sc_hd__clkbuf_8, 33 x sky130_fd_sc_hd__nor2_1, 30 x sky130_fd_sc_hd__a21oi_1. The number of library cell types mapped by synthesis came out at 60. The post-synthesis share of cell area spent on and, or, nand and nor gates came out at 0.148.

The worst endpoint data arrival time came out at 3.09 ns. The tally of filler cells in the layout is 654. The async set or reset register ratio after synthesis came out at 0.

The violation count after the first detailed-routing iteration is 260. The number of primary I/O pins came out at 48. For reference, the placement row count at floorplan is 32. The capturing element type of the critical path is a flop. For this run, the share of the core covered by cells in the final layout is 0.599. The analysis reports a worst IR drop on VDD of 451 uV. The measured slew at the worst slew-check pin came out at 0.903 ns. The synthesized netlist cell count is 371. The critical path in this run is classified as clock port to flop. The run finished with clean final reports.
==> cells in the mapped netlist, drive strengths merged, types with 3 or more instances <==
master	number	area, sq um
dfxtp	57	1140
nor2	33	124
a21oi	31	155
o21ai	29	145
inv	28	105
nand2	23	86.3
buf	22	153
ha	19	238
clkbuf	9	33.8
o211a	9	90.1
a211oi	8	70.1
nor3	7	35.0
o21a	7	52.6
xnor2	7	68.8
nand3	5	25.0
nor2b	5	31.3
a31oi	4	25.0
and2	4	25.0
mux2	4	45.0
nand3b	4	30.0
nor3b	4	30.0
xor2	4	35.0
o211ai	3	22.5
==> power by group <==
| part | switching (mW) | leakage, nW | internal, mW |
|---|---|---|---|
| sequential | 0.0581 | 0.475 | 0.854 |
| clock | 0.839 | 0.795 | 1.39 |
| combinational | 0.0890 | 0.698 | 0.221 |
==> metrics by stage <==
step	worst slack [ns]	hold slack (ns)	cells	cell area, sq um
2_1_floorplan	0.446	0.406	371	3150
3_3_place_gp	0.463	0.407	492	3590
3_5_place_dp	0.457	0.410	492	3590
4_1_cts	0.0715	0.439	580	4610
5_1_grt	0.000846	0.449	580	4610
6_report	0.0820	0.433	580	4610
==> final cells by class <==
class / count / share of cell area
multi-input cells: 253 / 0.380
flip-flops and latches: 58 / 0.254
clock buffers: 65 / 0.181
repair buffers: 50 / 0.106
well taps: 102 / 0.0277
clock inverters: 24 / 0.0274
inverters: 28 / 0.0228
==> timing repair <==
action,4_1_cts,5_1_grt
hold buffers,0,0
setup buffers,8,0
gates resized,16,0
setup endpoints to repair,19,0
==> per-layer routing <==
| layer | up-vias | wire, microns | track usage |
|---|---|---|---|
| li1 | 1503 | - | - |
| met4 | 0 | 242 | 0.205 |
| met2 | 176 | 3630 | 0.241 |
| met3 | 44 | 746 | 0.188 |
| met5 | - | 0 | 0.0192 |
| met1 | 1456 | 3820 | 0.241 |
==> flip-flops by register name, summed over array words and instances, names as in the netlist <==
signal	flops
segd1	1
segd2	7
seq.sequence_7	2
seq.sequence_11	1
sequence_count	4
leds	10
seq.sequence_0	1
seq_count	4
clock_count	1
seq.sequence_1	1
seq.sequence_6	1
current_level	5
seq.current_sequence_number	2
seq.sequence_15	1
seq.sequence_14	2
seq.sequence_3	2
seq.sequence_12	1
segd3	3
segd0	5
next_state	2
state	2
==> cells by family after synthesis <==
group                      count (synthesis)
and+or+nand+nor                           97
AOI/OAI and AO/OA                        122
adders and majority gates                 19
muxes                                      4
DFF                                       58
buffers and inverters                     60
xor gates and xnor gates                  11
==> final timing paths <==
kind,cells past startpoint,end
worst max-delay path,13,clock_count
min in group clk1,1,seq.sequence_3[0]
worst max register to register,10,sequence_count[3]
worst min register to register,1,state[1]
max in group clk1,4,seq.sequence_11[1]
worst min-delay path,1,state[1]
==> critical path, stage by stage <==
cell and delay, ns:
sky130_fd_sc_hd__clkbuf_8 0.11, sky130_fd_sc_hd__clkbuf_8 0.12, sky130_fd_sc_hd__clkbuf_8 0.12, sky130_fd_sc_hd__clkbuf_8 0.12, sky130_fd_sc_hd__o41ai_4 0.04, sky130_fd_sc_hd__clkbuf_8 0.19
sky130_fd_sc_hd__clkbuf_8 0.13, sky130_fd_sc_hd__or2_4 0.12, sky130_fd_sc_hd__clkbuf_8 0.14, sky130_fd_sc_hd__clkbuf_16 0.12, sky130_fd_sc_hd__buf_4 0.13, sky130_fd_sc_hd__clkbuf_16 0.14
sky130_fd_sc_hd__nor2_1 0.05
Power figures rest on the tool's default switching activity, not on a simulated workload.
