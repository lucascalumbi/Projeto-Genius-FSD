==> flow/design.v <==
module dec7seg_4bits_hexadec(
    output [6:0] y,    
    input [3:0] a   
);  
    assign y =  (a == 4'h0) ? 7'b1111110 :
                (a == 4'h1) ? 7'b0110000 :
                (a == 4'h2) ? 7'b1101101 :
                (a == 4'h3) ? 7'b1111001 :
                (a == 4'h4) ? 7'b0110011 :
                (a == 4'h5) ? 7'b1011011 :
                (a == 4'h6) ? 7'b1011111 :
                (a == 4'h7) ? 7'b1110000 :
                (a == 4'h8) ? 7'b1111111 :
                (a == 4'h9) ? 7'b1111011 :
                (a == 4'hA) ? 7'b1110111 :
                (a == 4'hB) ? 7'b0011111 :
                (a == 4'hC) ? 7'b1001110 :
                (a == 4'hD) ? 7'b0111101 :
                (a == 4'hE) ? 7'b1001111 :
                (a == 4'hF) ? 7'b1000111 :
                7'b0000000;
endmodule
==> flow/run.sh <==
#!/bin/bash
# OpenROAD 26Q1-2900-gdf79404cd8, Yosys 0.63+post, stock flow scripts
make -C /OpenROAD-flow-scripts/flow DESIGN_CONFIG=/design/flow/config.mk WORK_HOME=/design/flow/orfs finish
==> flow/config.mk <==
export PLATFORM = sky130hd
export DESIGN_NAME = dec7seg_4bits_hexadec
export DESIGN_NICKNAME = dec7seg_4bits_hexadec
export VERILOG_FILES = /design/flow/design.v
export SDC_FILE = /design/flow/constraint.sdc
export NUM_CORES = 4
export LEC_CHECK = 1
export CORE_AREA = 10 10 70 70
export DIE_AREA = 0 0 80 80
==> flow/constraint.sdc <==
current_design dec7seg_4bits_hexadec

set clk_period 1.7
set clk_io_pct 0.2

create_clock -name clk0 -period $clk_period

set non_clock_inputs [all_inputs -no_clocks]
set_input_delay [expr $clk_period * $clk_io_pct] -clock clk0 $non_clock_inputs
set_output_delay [expr $clk_period * $clk_io_pct] -clock clk0 [all_outputs]
==> impl_metrics.tcl <==
# place-and-route summary
set metrics [dict create \
    pwr-share-seq_pct 0 \
    hold_path.class "in2out" \
    n_antenna_cell 0 \
    openroad.warnings 33 \
    cap_violations 0 \
    ys_sh_xor_pct 3.72 \
    setup_viol 0 \
    drv_slew 0 \
    grt_setup_unrepaired "false" \
    internal-power_uw 57.8 \
    placement_rows 21 \
    maximum_number_of_pins_on_one_net_before_global_route_repair 14 \
    nFlopsAndLatches 0 \
    synthAoiAreaFrac_pct 29.8 \
    pwr-share-clk_pct 0 \
    required_ns 1.36 \
    layout_worst_path_cycle_share_pct 97.6 \
    crit_path_end_kind "primary output" \
    grt_pass1_wl_um 1350 \
    leakage_nw 0.183 \
    synth.area.top_cells "sky130_fd_sc_hd__and4b_1, sky130_fd_sc_hd__nor4b_1, sky130_fd_sc_hd__buf_4, sky130_fd_sc_hd__nor3b_1, sky130_fd_sc_hd__buf_6" \
    max-slew-margin-rel_pct 79.5 \
    status "complete, no violations" \
    timing.hold.worst_path_depth 4 \
    share_comb_of_total_power_pct 100.0 \
    post_drt_via_cell_ratio 3.25 \
    worst_ir_drop_vdd_v 0.0000805 \
    yosys.area.top_type "sky130_fd_sc_hd__and4b_1" \
    overflow 0 \
    category_of_the_critical_setup_timing_path "in2out" \
    drt_wl_total_um 793 \
    route.vias.total 309 \
    fillers 408 \
    grt_pass1_vias 308 \
    synth.cellmix.simpleShare_pct 51.6 \
    starting_density_of_the_core_pct 6.89 \
    globalplace.congestion 0.705 \
    crit_fanout 13 \
    muxShareOfSynthArea_pct 0 \
    stdcell_area_um2 470 \
    area_of_the_core_um2 3420 \
    drt.antenna.violating_nets 0 \
    synthAdderAreaFrac_pct 0 \
    fmaxAchievable_mhz 602 \
    switching_power_uw 38.6 \
    fp.dieH_um 80 \
    antenna_violations_before_repair 0 \
    totalPowerFinal_uw 96.4 \
    synth_seq_share_pct 0 \
    synth-warning-count 0 \
    post_route_cells_drive_above_1_share_pct 46.9 \
    synth_largest_type_area_fraction_pct 8.51 \
    die_x_um 80 \
    drt_pre_antenna_iters 4 \
    hp-start "a[1]" \
    drc 0 \
    register_area_um2 0 \
    final_period_minus_worst_setup_slack_ns 1.66 \
    die_area_um2 6400 \
    combGateArea_um2 236 \
    grtUsageTotal_pct 2.38 \
    io_pins 11 \
    post_synth.cell_area_avg_um2 7.59 \
    numPortBuffers 11 \
    slew_at_the_pin_closest_to_its_max_slew_limit_ns 0.303 \
    synth.cell_area_um2 235 \
    ys_area_um2 235 \
    yosys.cell_types.count 27 \
    yosysCellCount 31 \
    num-clock-buffers 0 \
    dp_hpwl_um 537 \
    netSwitchingFraction_pct 40.1 \
    layout.core_utilization_pct 13.8 \
    timing_hold_violations_final 0 \
    power.density_nw_per_um2 205 \
    synth.logic.top_family "simple AND/OR/NAND/NOR gates" \
    first_iter_violations 7 \
    synthTopCellsByCount "sky130_fd_sc_hd__and4b_1, sky130_fd_sc_hd__buf_4, sky130_fd_sc_hd__nor3b_1, sky130_fd_sc_hd__nor4b_1" \
    drt-wirelength-per-cell_um 8.35 \
    cp.arrival_ns 1.32 \
    post_synth_inst_count 31 \
    dpl-instance-area_um2 424 \
    areaGrowthSynthToFinish_pct 100 \
    final_cell_count_no_fill 95 \
    crit_path_start_kind "primary input" \
    whs_endpoint "y[4]" \
    post-place-cells 91 \
]
==> how the worst max path moves through the flow <==
stage / from / to / slack, ns
CTS: a[1] / y[0] / -0.006
finish: a[1] / y[0] / 0.04
global route: a[1] / y[0] / 0.0009
==> per-stage QoR <==
stage / hold slack (ns) / setup slack (ns) / TNS, ns
after floorplan: 0.782 / 0.420 / 0
after global placement: 1.78 / -0.674 / -4.19
after detailed placement: 1.78 / -0.707 / -4.39
after CTS: 1.14 / -0.00582 / -0.00582
after global routing: 1.13 / 0.000861 / 0
final: 1.09 / 0.0402 / 0
==> kinds of logic (layout without fill, tap and decap cells) <==
| kind of cell | Yosys count | count (layout) |
|---|---|---|
| compound gates | 9 | 9 |
| xor+xnor | 1 | 1 |
| simple gates | 16 | 16 |
| buf+inv | 5 | 23 |
==> layout make-up <==
class	instances	area share (%)
well taps	46	12.2
inverters	1	0.798
repair buffers	22	36.7
multi-input cells	26	50.3
==> repair_timing <==
action,4_1_cts,5_1_grt
setup endpoints to repair,7,4
buffers inserted,4,0
pin swaps,4,0
cloned,1,0
gates resized,38,4
hold buffers,0,0
==> cell usage in the layout, fill, tap and decap left out, types with 2 or more instances in the layout <==
cell type / count
sky130_fd_sc_hd__buf_4: 7
sky130_fd_sc_hd__dlygate4sd2_1: 4
sky130_fd_sc_hd__buf_6: 4
sky130_fd_sc_hd__buf_2: 6
sky130_fd_sc_hd__and4b_1: 2
==> worst max-delay path, stage by stage <==
cell and delay, ns:
sky130_fd_sc_hd__buf_6 0.12, sky130_fd_sc_hd__buf_6 0.13, sky130_fd_sc_hd__or3_1 0.36, sky130_fd_sc_hd__o311a_1 0.13
sky130_fd_sc_hd__dlygate4sd2_1 0.24
==> metal layers <==
metal | routed length, um | vias up | track usage (%)
met5 | 0 | - | 0
li1 | - | 162 | -
met3 | 62 | 0 | 0.341
met2 | 350 | 12 | 4.09
met1 | 380 | 135 | 3.23
met4 | 0 | 0 | 0
==> power groups by stage <==
stage                 Clock [mW]  Sequential, mW  Combinational, mW
final                          0               0             0.0964
after CTS                      0               0             0.0990
after global routing           0               0              0.107
Power and IR drop assume default switching activity.
